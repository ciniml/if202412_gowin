`flow/run.sh`:
```
#!/bin/bash
# OpenROAD 26Q1-2900-gdf79404cd8, Yosys 0.63+post, stock flow scripts
make -C /OpenROAD-flow-scripts/flow DESIGN_CONFIG=/design/flow/config.mk WORK_HOME=/design/flow/orfs finish
```
`flow/config.mk`:
```
export PLATFORM = sky130hd
export DESIGN_NAME = top_infer_full
export DESIGN_NICKNAME = top_infer_full
export VERILOG_FILES = /design/flow/design.v
export SDC_FILE = /design/flow/constraint.sdc
export NUM_CORES = 4
export LEC_CHECK = 1
export CORE_UTILIZATION = 30
export SYNTH_HDL_FRONTEND = slang
export SYNTH_MEMORY_MAX_BITS = 65536
```
`flow/constraint.sdc`:
```
current_design top_infer_full

set clk_period 2161.7
set clk_io_pct 0.2

create_clock -name clk0 -period $clk_period [get_ports {clock}]

set non_clock_inputs [all_inputs -no_clocks]
set_input_delay [expr $clk_period * $clk_io_pct] -clock clk0 $non_clock_inputs
set_output_delay [expr $clk_period * $clk_io_pct] -clock clk0 [all_outputs]
```
`flow/design.v`:
```
`default_nettype none
module top_infer_full (
    input  wire clock,
    output logic dout_check
);
logic        reset;
logic [10:0] address;  
logic [7:0]  dout;     
logic [7:0]  mem[2047:0];    
initial begin
    int i;
    for(i = 0; i < 32; i++) begin    
        mem[i] = 8'hff;
    end
end
logic [7:0] reset_reg = '1;
assign reset = reset_reg[0];
always @(posedge clock) begin
    reset_reg <= {1'b0, reset_reg[7:1]};
end 
initial begin
    dout_check = 0;
end
logic       is_read_state = 0;   
logic       check_enable = 0;    
logic [7:0] expected_data;       
function logic [7:0] address_to_data(input logic [10:0] byte_address);
begin
    return byte_address[7:0] ^ {byte_address[9:8], byte_address[10:8], byte_address[10:8]};     
end
endfunction
always_ff @(posedge clock) begin
    if( reset ) begin
        address <= 10'd0;
        is_read_state <= 0;
        check_enable <= 0;
        expected_data <= 8'h00;
        dout_check <= 0;
        dout <= 0;
    end
    else begin
        address <= address + 11'd1;    
        if( is_read_state ) begin    
            check_enable <= 1;       
            dout <= mem[address];    
            expected_data <= address_to_data(address);  
        end
        else begin
            check_enable <= 0;   
            dout_check <= 0;     
        end
        if( address == 11'd2047) begin
            is_read_state <= !is_read_state;  
        end
        if( check_enable ) begin     
            if( dout != expected_data ) begin
                dout_check <= 1;
            end
        end
    end
    if( !is_read_state ) begin
        mem[address] <= address_to_data(address);  
    end
end
endmodule
`default_nettype wire
```
==> results.cfg <==
; generated from flow reports
[status]
result_of_the_run = finished clean

[cts]
clock_tree.htree_level_count = 7
clock_latency_ns = 1.35
cts.clk_slew.worst_paths_ns = 0.07
ctsLongestPathBuffers = 6
tritoncts = yes
cts_made_buffers = 1672
clock-sinks = 16400
cts.root.buffer_cell = sky130_fd_sc_hd__clkbuf_16
postCtsSetupRepairBufs = 0
cts-hold-fix-buffers = 0
cts-resized-gates = 0

[routing]
sum_of_routed_wire_length_over_all_layers_um = 1750000
drt-wirelength-per-cell_um = 26.9
route.antenna.remaining_nets = 0
drt_first_pass_iters = 7
detail_route.drc_violations = 0
route.vias.total = 324000
first_iter_violations = 22200
routed_via_density = 4.98

[synth]
numSynthFlops = 16400
yosys-stat-cells = 35100
post_synthesis_cell_area_um2 = 630000
syn_inst = 35100
postSynthAreaPerCell_um2 = 18.0
post_synth_num_cell_types = 36
yosys.stat.chipArea_um2 = 630000
yosys.stat.seqShare_pct = 78.2
synth-warning-count = 0

[worst_setup_path]
timing.setup.critical_path_class = flop to output pin
cp.required_ns = 1729.36
crit_chain = clkdlybuf4s50_1
timing.critical_path.arrival_ns = 2.15
crit-reg2reg-capture = dout[5]
cp_slowest_stage_delay_ns = 0.46
worst_path_dominant_cell_family = buffers and inverters
worst_path_max_delay_cell = sky130_fd_sc_hd__clkdlybuf4s50_1
timing.critical_path.buf_inv = 1
reg2reg_from = address[1]
r2r_setup_slack_ns = 2151.38
worst_setup_path_end_kind = output pin
largest_driver_fanout_on_the_critical_path = 2
worst-r2r-cell-count = 17
cp-start-kind = flop

[sta]
final.setup_skew_ns = 0.217
final_min_period_over_clock_period_pct = 20.1
fin_tns_setup_ns = 0
maximum_operating_frequency_mhz = 2.30
hold_violation_total_from_the_final_report = 0
period_minus_slack_ns = 434.49
unrepaired_setup_endpoints_after_global_routing = no
slew_at_the_pin_closest_to_its_max_slew_limit_ns = 1.13
slew-limit-headroom_pct = 24.2
timing_max_transition_violations_final = 0
final-setup-viol-count = 0

[global_route]
grt_first_pass_wirelength_um = 2460000
largest_net_degree_at_the_start_of_global_routing = 138
globalRoute.totalOverflow = 0
grt_pass1_vias = 332000
antenna_found_initial = 120
grt.total_usage_pct = 17.4

[worst_hold_path]
hp-start = dout_check
min-delay-path-class = flop to flop
timing.hold.worst_path_depth = 2
min_delay_worst_endpoint = dout_check

[die]
die_w_um = 1450
die_ar_um2 = 2110000
die_h_um = 1450
fp_util_pct = 30.1
ioPinCount = 2
floorplan.rows = 532
core_area_um2 = 2100000

[finish]
ff_latch_area_um2 = 493000
post_layout_nonfiller_instances = 65100
mi_logic_area_um2 = 128000
layout.filler_cells = 194000
syn_to_final_growth_pct = 13.8
post_route_cells_drive_above_1_share_pct = 9.84

[place]
post-place-cells = 61900
count_of_port_buffers_added_during_placement = 1
dp_hpwl_um = 1090000
gp_congestion = 0.901

[run]
tool_warnings = 84
maxCapViolCount = 0

[pwr]
irDropWorstVdd_uv = 0.712
pwr_density_cell_nw_per_um2 = 0.854
power.leakage_nw = 231
==> worst max path at each step <==
stage           from    endpoint  depth (start not counted)
4_1_cts   dout_check  dout_check                          1
5_1_grt   dout_check  dout_check                          1
6_report  dout_check  dout_check                          1
==> report_power, final <==
group	leakage, nW	internal, W	switching [W]
sequential	191	0.000345	0
clock	24.4	0.000152	0.000116
combinational	15.9	0	0
total	231	0.000496	0.000116
==> state kept, by name, indices dropped and copies added, names as in the netlist <==
name,count
is_read_state,1
dout,8
expected_data,8
check_enable,1
mem,16384
address,11
dout_check,1
==> cells in the mapped netlist, drive strengths merged <==
| cell type | instances | area, um^2 |
|---|---|---|
| o21ai | 2 | 10.0 |
| nor2 | 2071 | 7770 |
| clkbuf | 885 | 3320 |
| nand3 | 54 | 270 |
| nand4 | 16 | 100 |
| nand4bb | 6 | 67.6 |
| a21oi | 448 | 2240 |
| nand4b | 4 | 35.0 |
| inv | 3 | 11.3 |
| nand2 | 241 | 905 |
| nor3 | 4 | 20.0 |
| nor4 | 1072 | 6710 |
| xor2 | 12 | 105 |
| nand3b | 2 | 15.0 |
| a22oi | 48 | 360 |
| nor3b | 5 | 37.5 |
| a2111oi | 30 | 263 |
| o22ai | 4096 | 25600 |
| or4 | 3 | 22.5 |
| xnor2 | 13 | 114 |
| dfxtp | 13 | 260 |
| or3b | 2 | 17.5 |
| or3 | 1 | 6.26 |
| edfxtp | 16400 | 493000 |
| and3b | 3 | 26.3 |
| ha | 4 | 50.1 |
| or4b | 4 | 40.0 |
| and2 | 8 | 50.1 |
| nor2b | 6 | 37.5 |
| buf | 1417 | 7260 |
| mux2i | 8192 | 82000 |
| and3 | 2 | 12.5 |
==> through the flow <==
stage	hold WS [ns]	util (%)	area, um^2	setup slack, ns	power, W
floorplan	0.403	-	630000	1729.08	0.000352
global placement	0.480	31.8	667000	1728.57	0.000352
detailed placement	0.449	31.8	667000	1728.60	0.000352
CTS	0.465	34.2	717000	1727.10	0.000616
global route	0.519	34.2	717000	1727.13	0.000628
finish	0.466	34.2	717000	1727.21	0.000612
==> metal layers <==
layer  routed length (um)  global-route usage [%]
met1               578000                    19.3
met2               793000                    25.2
met3               300000                    13.3
met4                79400                    6.85
met5                 1610                   0.377
==> kinds of logic after synthesis <==
| kind of cell | after synthesis | synth area share [%] |
|---|---|---|
| AND-OR/OR-AND | 4624 | 4.52 |
| adder cells (fa/ha/maj) | 4 | 0.00794 |
| buffers and inverters | 2305 | 1.68 |
| multiplexers | 8192 | 13.0 |
| AND/OR/NAND/NOR | 3504 | 2.56 |
| flip-flops | 16400 | 78.2 |
| XOR/XNOR | 25 | 0.0347 |
==> cells in the final DEF, fill, tap and decap left out, types with 21 or more instances in the layout <==
cell                         synthesis  routed
sky130_fd_sc_hd__edfxtp_1        16400   16400
sky130_fd_sc_hd__mux2i_1          8192    8192
sky130_fd_sc_hd__o22ai_1          4096    4096
sky130_fd_sc_hd__nor2_1           2071    2068
sky130_fd_sc_hd__clkbuf_16           0    1690
sky130_fd_sc_hd__buf_4              77    1349
sky130_fd_sc_hd__nor4_1           1072    1030
sky130_fd_sc_hd__a21oi_1           448     445
sky130_fd_sc_hd__clkinv_1            0     426
sky130_fd_sc_hd__clkbuf_1          885     372
sky130_fd_sc_hd__clkinv_2            0     265
sky130_fd_sc_hd__diode_2             0     234
sky130_fd_sc_hd__nand2_1           241     214
sky130_fd_sc_hd__bufinv_16           0      78
sky130_fd_sc_hd__buf_12              0      54
sky130_fd_sc_hd__nand3_1            54      50
sky130_fd_sc_hd__a22oi_1            48      48
sky130_fd_sc_hd__nor4_2              0      41
sky130_fd_sc_hd__nand2_4             0      27
sky130_fd_sc_hd__clkinvlp_4          0      26
sky130_fd_sc_hd__a2111oi_2           0      21
==> layout make-up <==
cell class                 instances  share of cell area [%]
sequential                     16400                    68.7
timing repair buffer            1404                    1.56
multi-input combinational      16300                    17.8
clock inverter                   840                   0.856
antenna                          234                  0.0817
tap                            27800                    4.84
clock buffer                    2066                    6.10
inverter                           3                 0.00157
==> tightest hold or removal path: cells and delay by family (launching register included) <==
family | cells | cell delay [ns]
flip-flops | 1 | 0.31
AND/OR/NAND/NOR | 2 | 0.12
Power is estimated from default activity; no workload was simulated.
