[/design/flow/design.v]
`default_nettype none
module simple_fifo #(
    parameter int WIDTH_BITS = 8,
    parameter int DEPTH_BITS = 10
)(
    input  wire  clock,  
    input  wire  reset,  
    input  wire                   input_valid,  
    output logic                  input_ready,  
    input  wire  [WIDTH_BITS-1:0] input_data,   
    output logic                  output_valid,  
    input  wire                   output_ready,  
    output logic [WIDTH_BITS-1:0] output_data    
);
typedef logic [WIDTH_BITS-1:0] data_t;       
typedef logic [DEPTH_BITS+1-1:0] index_t;    
data_t mem [0:(1<<DEPTH_BITS)-1];            
index_t index_r = 0;     
index_t index_w = 0;     
logic is_empty;      
logic is_full;       
assign is_empty = index_r == index_w;    
assign is_full = index_r[DEPTH_BITS] != index_w[DEPTH_BITS] 
    && index_r[DEPTH_BITS-1:0] == index_w[DEPTH_BITS-1:0];
assign input_ready = !is_full;   
always @(posedge clock) begin
    if( reset ) begin
        index_r <= 0;        
        index_w <= 0;        
        output_valid <= 0;   
    end
    else begin
        if( output_valid && output_ready ) begin     
            output_valid <= 0;                       
        end
        if( input_valid && input_ready ) begin       
            mem[index_w[DEPTH_BITS-1:0]] <= input_data;  
            index_w <= index_w + 1;                      
        end
        if( !is_empty && (!output_valid || output_ready) ) begin     
            output_valid <= 1;                            
            output_data <= mem[index_r[DEPTH_BITS-1:0]];  
            index_r <= index_r + 1;                       
        end
    end
end
endmodule
`default_nettype wire
[/design/flow/run.sh]
#!/bin/bash
# OpenROAD 26Q1-2900-gdf79404cd8, Yosys 0.63+post, stock flow scripts
make -C /OpenROAD-flow-scripts/flow DESIGN_CONFIG=/design/flow/config.mk WORK_HOME=/design/flow/orfs finish
[/design/flow/config.mk]
export PLATFORM = sky130hd
export DESIGN_NAME = simple_fifo
export DESIGN_NICKNAME = simple_fifo
export VERILOG_FILES = /design/flow/design.v
export SDC_FILE = /design/flow/constraint.sdc
export NUM_CORES = 4
export LEC_CHECK = 1
export CORE_UTILIZATION = 50
export SYNTH_HDL_FRONTEND = slang
export SYNTH_MEMORY_MAX_BITS = 65536
[/design/flow/constraint.sdc]
current_design simple_fifo

set clk_period 2116.9
set clk_io_pct 0.2

create_clock -name clk0 -period $clk_period [get_ports {clock}]

set non_clock_inputs [all_inputs -no_clocks]
set_input_delay [expr $clk_period * $clk_io_pct] -clock clk0 $non_clock_inputs
set_output_delay [expr $clk_period * $clk_io_pct] -clock clk0 [all_outputs]
==> qor.yml <==
clock_network:
  path_clk_slew_ns: 0.06
  postCtsSetupBuffers: 0
  cts_buffer_depth: 4
  cts_sinks: 8223
  numCtsBuffers: 811
  cts_root_buf: "clkbuf_16"
  cts_tree: "yes"
  htree_levels: 6
  clock.latency.late_pin_ns: 1.20
  postCtsHoldBufs: 0
  post_cts_resized: 0
yosys:
  fa_ha_area_share_pct: 0.0195
  ys_cells: 15147
  ys_seq_share_pct: 76.9
  synthAoiAreaFrac_pct: 2.95
  synthMuxAreaShare_pct: 15.7
  topCellsByArea: "edfxtp_1, mux4_2, mux2i_1"
  avgSynthCellArea_um2: 21.2
  largest_area_cell: "edfxtp_1"
  synthFlopType: "edfxtp_1"
  synth_cell_type_count: 90
  top_area_share_pct: 76.7
  xor_area_share_pct: 0.0819
  synth_flops: 8223
  ys_area_um2: 321000
  syn_area_um2: 321000
  enable_flop_cells: 8200
  synthCells: 15147
  synthTopLogicFamily: "multiplexers"
  synthArstFlopShare_pct: 0
  ys.warnings.count: 0
  simple_gate_share_pct: 2.33
power:
  p_leak_uw: 0.110
  powerDensity_nw_per_um2: 1.10
  ir_drop_v: 0.000000956
global_route:
  grt_pass1_wl_um: 1440000
  grt_pass1_vias: 181553
  gr-usage-all-layers_pct: 37.2
  antenna_found_initial: 110
  overflow: 0
  grt_max_degree: 100
flow_run:
  warnings: 30
  cap_violations: 0
sta:
  finalSetupTns_ns: 0
  finalHoldViolations: 0
  setup_viol: 0
  final.min_clock_period_ns: 427.23
  tightest_slew_ns: 1.20
  grt_setup_unrepaired: "false"
  fin_skew_ns: 0.0794
  slew_headroom_pct: 20.0
  fmax_ghz: 0.00234
  post-route-period-util_pct: 20.2
  drv_slew: 0
die:
  core_area_um2: 638000
  fp_util_pct: 50.3
  dieArea_um2: 645000
  die_h_um: 803
  ios: 22
  rows: 293
  die_width_um: 803
routing:
  initialDrtViolationCount: 13553
  viasPerCell: 6.54
  drc_errors: 0
  wirelength_um: 1050000
  wl_per_cell_um: 42.0
  vias: 163825
  dr.pass1.iters: 6
  postRouteAntennaNets: 0
setup_path:
  reg2reg_to: "output_data[0]"
  endpoint: "input_ready"
  start_kind: "flip-flop"
  end_kind: "primary output"
  path_class: "flip-flop to primary output"
  r2r_slack_ns: 2108.13
  r2r_cells: 15
  setup.worst_path.start: "index_r[0]"
  r2r-start: "index_r[0]"
  cp_data_required_time_ns: 1693.52
  cp.arrival_ns: 3.85
  cp_max_fo: 26
cells_and_area:
  layout-drive-gt1-share_pct: 23.5
  final_cells: 25050
  utilization_pct: 56.4
  areaGrowthSynthToFinish_pct: 12.0
placed_design:
  globalplace.congestion: 1.01
  place_inst: 23322
  place_hpwl_um: 673000
  numPortBuffers: 21
status:
  status: "complete, no violations"
hold_path:
  hold_path.class: "flip-flop to flip-flop"
==> sequential cells by signal, indices dropped and copies added, names as in the netlist <==
| signal | count |
|---|---|
| output_valid | 1 |
| mem | 8192 |
| index_w | 11 |
| index_r | 11 |
| output_data | 8 |
==> stage by stage <==
stage                     hold WS (ns)  area (um2)  power [uW]  worst slack [ns]
after floorplan                  0.459      321000         230           1691.51
after global placement           0.590      332000         252           1689.54
after detailed placement         0.530      332000         252           1689.59
after CTS                        0.546      359000         396           1689.75
after global routing             0.570      359000         406           1689.54
final                            0.544      360000         396           1689.67
==> layout by cell type, fill, tap and decap left out, types with 52 or more instances in the layout <==
cell type and count:
o221ai_1 91, clkinv_1 165, bufinv_16 102, nor2_1 1143
clkbuf_16 823, edfxtp_1 8200, nand3_1 87, o22ai_1 129
diode_2 228, mux4_2 1702, nand2_1 338, clkinv_2 164
o21ai_0 168, a211oi_1 52, clkbuf_1 127, a221oi_1 171
a21oi_1 283, mux2i_1 816, buf_4 717, mux4_1 129
a22oi_1 156
==> how the worst min path moves through the flow <==
stage                 slack (ns)        start  cells past startpoint           to
after CTS                   0.55  index_r[10]                      2  index_r[10]
after global routing        0.57  index_w[10]                      2  index_w[10]
final                       0.54  index_r[10]                      2  index_r[10]
==> where the power goes <==
group	leakage (uW)	internal [uW]	switching (uW)	total [uW]
Combinational	0.0228	29.0	41.2	70.2
Sequential	0.0739	179	0.268	179
Clock	0.0131	83.9	62.3	146
==> synth_stat cells, types with 23 or more instances <==
| master | number |
|---|---|
| dfxtp_1 | 23 |
| nand3_1 | 100 |
| a21oi_1 | 283 |
| buf_1 | 32 |
| nor3_1 | 32 |
| a221oi_1 | 175 |
| buf_8 | 68 |
| nor2b_1 | 30 |
| o21ai_0 | 169 |
| a32oi_1 | 26 |
| a31oi_1 | 38 |
| buf_2 | 275 |
| mux2i_1 | 816 |
| a211oi_1 | 57 |
| o221ai_1 | 91 |
| buf_6 | 90 |
| o211ai_1 | 37 |
| nor2_1 | 1164 |
| mux4_2 | 1702 |
| buf_4 | 138 |
| nand4_1 | 24 |
| edfxtp_1 | 8200 |
| a22oi_1 | 156 |
| nand2_1 | 364 |
| mux2_2 | 49 |
| o22ai_1 | 129 |
| mux4_1 | 129 |
| a22o_1 | 23 |
| clkbuf_1 | 367 |
==> worst max-delay path, stage by stage (launching register included) <==
cell and delay, ns:
dfxtp_4 0.74, xor2_1 0.14, nor4_1 0.45, nand4_1 0.72, clkdlybuf4s50_1 0.63
==> routing by layer <==
metal	vias to the layer above	part of all wire (%)	track usage (%)	wire length, um
li1	64911	-	-	-
met1	82077	28	41.8	292000
met2	14128	44	48.3	467000
met3	2508	21	33.7	219000
met4	201	6.5	18.7	68200
met5	-	0.51	7.00	5410
==> cell families (layout without fill, tap and decap cells) <==
logic type / Yosys count / count (layout)
xor+xnor: 30 / 30
simple gates: 1820 / 1820
compound gates: 1356 / 1356
flops: 8223 / 8223
other cells: 0 / 228
buf+inv: 1017 / 2285
fa+ha+maj: 5 / 5
mux: 2696 / 2696
==> area by class of cell <==
class | instances | area, um2
Antenna cell | 228 | 571
Clock buffer | 950 | 21100
Clock inverter | 548 | 5920
Fill cell | 46120 | 278000
Inverter | 16 | 87.6
Multi-Input combinational cell | 5907 | 68400
Sequential cell | 8223 | 247000
Tap cell | 8407 | 10500
Timing Repair Buffer | 771 | 6280
Power figures rest on the tool's default switching activity, not on a simulated workload.
