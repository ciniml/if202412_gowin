==> flow/design.v <==
`default_nettype none
module sp_infer (
    input  wire  clock,
    input  wire  reset,
    input  wire        wre,      
    input  wire [10:0] address,  
    input  wire [7:0]  din,      
    output logic [7:0] dout      
);
logic [7:0]  mem[2047:0];    
initial begin
    int i;
    for(i = 0; i < 32; i++) begin    
        mem[i] = 8'hff;
    end
end
always_ff @(posedge clock) begin
    if( reset ) begin
        dout <= 8'h00;               
    end
    else begin
        if( !wre ) begin
            dout <= mem[address];    
        end
    end
    if( wre ) begin
        mem[address] <= din;         
    end
end
endmodule
module top_infer (
    input  wire clock,
    output logic dout_check
);
logic        reset;
logic        wre;      
logic [10:0] address;  
logic [7:0]  din;      
logic [7:0]  dout;     
sp_infer sp_inst(
    .clock  (clock),
    .reset  (reset),
    .wre    (wre),
    .address(address),
    .din    (din),
    .dout   (dout)
);
logic [7:0] reset_reg = '1;
assign reset = reset_reg[0];
always @(posedge clock) begin
    reset_reg <= {1'b0, reset_reg[7:1]};
end 
initial begin
    dout_check = 0;
end
logic       is_read_state = 0;   
logic       check_enable = 0;    
logic [7:0] expected_data;       
function logic [7:0] address_to_data(input logic [10:0] byte_address);
begin
    return byte_address[7:0] ^ {byte_address[9:8], byte_address[10:8], byte_address[10:8]};     
end
endfunction
assign din = address_to_data(address);  
always_ff @(posedge clock) begin
    if( reset ) begin
        address <= 10'd0;
        wre <= 1'b1;
        is_read_state <= 0;
        check_enable <= 0;
        expected_data <= 8'h00;
        dout_check <= 0;
    end
    else begin
        address <= address + 11'd1;    
        if( is_read_state ) begin    
            check_enable <= 1;   
            expected_data <= address_to_data(address);  
        end
        else begin
            check_enable <= 0;   
            dout_check <= 0;     
        end
        if( address == 11'd2047) begin
            wre <= !wre;
            is_read_state <= !is_read_state;  
        end
        if( check_enable ) begin     
            if( dout != expected_data ) begin
                dout_check <= 1;
            end
        end
    end
end
endmodule
`default_nettype wire
==> flow/run.sh <==
#!/bin/bash
# OpenROAD 26Q1-2900-gdf79404cd8, Yosys 0.63+post, stock flow scripts
make -C /OpenROAD-flow-scripts/flow DESIGN_CONFIG=/design/flow/config.mk WORK_HOME=/design/flow/orfs finish
==> flow/config.mk <==
export PLATFORM = sky130hd
export DESIGN_NAME = top_infer
export DESIGN_NICKNAME = top_infer
export VERILOG_FILES = /design/flow/design.v
export SDC_FILE = /design/flow/constraint.sdc
export NUM_CORES = 4
export LEC_CHECK = 1
export CORE_UTILIZATION = 50
export SYNTH_HDL_FRONTEND = slang
export SYNTH_MEMORY_MAX_BITS = 65536
==> flow/constraint.sdc <==
current_design top_infer

set clk_period 4359.9
set clk_io_pct 0.2

create_clock -name clk0 -period $clk_period [get_ports {clock}]

set non_clock_inputs [all_inputs -no_clocks]
set_input_delay [expr $clk_period * $clk_io_pct] -clock clk0 $non_clock_inputs
set_output_delay [expr $clk_period * $clk_io_pct] -clock clk0 [all_outputs]
==> results.py <==
# Metrics from the implementation run
metrics = {
    "cts": {
        "cts_root_buffer": "clkbuf_16",
        "cts_tree": "yes",
        "post-cts-setup-buffer-count": 0,
        "cts_resized": 0,
        "clk_pin_slew_worst_paths_ns": 0.06,
        "cts_buffers": 1714,
        "clock_latency_ns": 1.38,
        "h-tree-depth": 7,
        "cts.sink_count": 16420,
        "clk_path_buf_depth": 6,
        "hold_buffers": 0,
    },
    "floorplan": {
        "die-area_um2": 1266000,
        "die_h_mm": 1.125,
        "fp_util_pct": 50.14,
        "dieWidth_mm": 1.125,
        "row_count": 412,
        "pin_count": 2,
        "core_um2": 1258000,
    },
    "routing": {
        "drt-vias-per-instance": 6.055,
        "firstDrtPassIters": 6,
        "post-route-drc-count": 0,
        "ant_nets": 0,
        "drt_wl_total_mm": 1758,
        "drt-initial-drc-count": 21510,
        "vias": 327900,
        "post_drt_wl_per_cell_um": 32.46,
    },
    "power": {
        "p_leak_nw": 231.9,
        "ir_worst_vdd_v": 0.0000003813,
        "power_mw": 0.3107,
        "p_per_area_nw_per_um2": 0.4398,
    },
    "sta": {
        "fmax_mhz": 1.144,
        "min_period_ns": 874.10,
        "finalHoldViolations": 0,
        "grt_setup_unrepaired": "false",
        "finalSetupViolCount": 0,
        "setup_ws_ns": 3485.80,
        "post-route-period-util_pct": 20.05,
        "clock_skew_ns": 0.1599,
        "relSlewSlack_pct": 21.60,
        "finalSetupTns_ns": 0,
        "tightestPinTransition_ns": 1.165,
        "slew_viol_final": 0,
    },
    "placement": {
        "io_buffer_count": 1,
        "gp_congestion": 0.9203,
        "post-place-ws_ns": 3487.10,
        "dp_hpwl_mm": 1088,
    },
    "setup_path": {
        "crit_type": "reg2out",
        "slowest_delay_ns": 0.48,
        "cp_cell_sequence": "clkdlybuf4s50_1",
        "path_delay_family": "buffers and inverters",
        "slowest_stage": "clkdlybuf4s50_1",
        "rr_startpoint": "address[1]",
        "critPathCaptureType": "primary output",
        "r2r_end": "sp_inst.dout[3]",
        "crit_required_ns": 3487.92,
        "cp.depth": 1,
        "crit_path_start_kind": "register",
        "worstPathArrival_ns": 2.12,
        "cp_max_fo": 2,
        "r2r_setup_slack_ns": 4347.98,
        "startpoint": "dout_check",
        "critPathBufInv": 1,
        "critical_path.endpoint": "dout_check",
        "worst_r2r_path_depth": 21,
    },
    "synth": {
        "largest_area_cell": "edfxtp_1",
        "yosys_warnings": 0,
        "netlist_area_um2": 630900,
        "top_cell": "edfxtp_1",
        "netlist_top_cells_count": "edfxtp_1 (16400), mux2i_1 (8192), o22ai_1 (4096)",
        "ff_type": "edfxtp_1",
        "syn_area_per_cell_um2": 17.95,
        "yosys_area_um2": 630900,
        "synth_seq_share_pct": 78.11,
        "synthDistinctLibCells": 34,
        "synth_top_area_share_pct": 78.07,
        "synthCells": 35140,
        "synth_flops": 16420,
        "edf_count": 16400,
        "synth-async-reset-ratio_pct": 0,
        "synth_stat.cells": 35140,
        "yosys-top-cells-area": "edfxtp_1 (78%), mux2i_1 (13%), o22ai_1 (4.1%)",
    },
    "layout": {
        "fillerInstances": 92210,
        "areaGrowthSynthToFinish_pct": 11.96,
        "drive_above_1_share_pct": 9.872,
    },
    "outcome": {
        "outcome": "finished clean",
    },
    "grt": {
        "grt_pass1_vias": 342100,
        "gr-total-overflow": 0,
        "grtUsageTotal_pct": 30.80,
        "grt_max_degree": 128,
        "antenna_found_initial": 124,
        "grt_pass1_wl_mm": 2474,
    },
    "run": {
        "cap_viol_max_count": 0,
        "warnings": 99,
    },
    "hold_path": {
        "hp-class": "reg2reg",
    },
}
## power by group
group	internal [mW]	leakage, nW	switching, mW
sequential	0.171	191	0
combinational	0	14.8	0
clock	0.0813	26.1	0.0583
## routing by layer
| metal | global-route usage, % | up-vias | routed length, um |
|---|---|---|---|
| met5 | 3.395 | - | 4740 |
| met4 | 10.79 | 207 | 74590 |
| met3 | 24.73 | 3135 | 327600 |
| met2 | 42.05 | 17950 | 793200 |
| met1 | 38.42 | 163200 | 558100 |
| li1 | - | 143400 | - |
## sequential cells by signal, summed over array words and instances (netlist names)
| register | flops |
|---|---|
| check_enable | 1 |
| dout_check | 1 |
| expected_data | 8 |
| is_read_state | 1 |
| address | 11 |
| wre | 1 |
| sp_inst.mem | 16384 |
| sp_inst.dout | 8 |
## kinds of logic (layout without fill, tap and decap cells)
| kind of cell | count (synthesis) | after routing | synth area share [%] |
|---|---|---|---|
| flops | 16420 | 16420 | 78.11 |
| mux | 8192 | 8192 | 13.00 |
| compound gates | 4392 | 4392 | 4.412 |
| simple gates | 3809 | 3809 | 2.731 |
| buf+inv | 2306 | 4327 | 1.710 |
| xor+xnor | 25 | 25 | 0.03470 |
| fa+ha+maj | 4 | 4 | 0.007933 |
| other cells | 0 | 230 | 0 |
## cell type report
cell class                      count  area (um2)  share of cell area, %
Sequential cell                 16420      492800                  69.77
Multi-Input combinational cell  16420      128100                  18.14
Clock buffer                     2051       44480                  6.298
Tap cell                        16770       20980                  2.970
Timing Repair Buffer             1288       10450                  1.479
Clock inverter                    984        8950                  1.267
Antenna cell                      230       575.6                0.08148
Inverter                            4       15.01               0.002126
## per-stage QoR
step	instances	hold slack [ns]	util [%]	area, um2
after floorplan	35140	0.4032	-	630900
after global placement	50900	0.4979	51.84	652300
after detailed placement	50900	0.4763	51.84	652300
after CTS	53930	0.4924	56.09	705800
after global routing	54000	0.5065	56.10	706000
final	54160	0.4778	56.13	706400
## worst reg2reg max path: cells and delay by family (launching register included)
family,cells,cell delay (ns)
buffers and inverters,13,8.02
muxes,1,0.33
AOI/OAI and AO/OA,4,1.42
DFF,1,0.72
and+or+nand+nor,3,1.14
## cells in the final DEF, fill, tap and decap left out, drive strengths merged, types with 7 or more instances in the layout
cell      instances
edfxtp        16400
a22oi           281
dfxtp            13
nor4           1024
clkinv          766
clkinvlp         42
a21oi             7
inv              27
xor2             11
nand4            70
nand3            15
o22ai          4096
nor2           2056
a41oi             7
clkbuf         2051
mux2i          8192
bufinv          153
nand2           603
diode           230
xnor2            14
buf            1287
nor3b             8
## worst min-delay path by stage
stage | slack [ns] | to | cells past startpoint | start
5_1_grt | 0.51 | dout_check | 2 | dout_check
6_report | 0.48 | dout_check | 2 | dout_check
4_1_cts | 0.49 | dout_check | 2 | dout_check
No activity file was given, so power comes from the tool's default toggle rates.
